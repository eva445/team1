===== constraint.sdc =====
current_design clock

set clk_period 3.8
set clk_io_pct 0.2

create_clock -name clk0 -period $clk_period [get_ports {clk}]

set non_clock_inputs [all_inputs -no_clocks]
set_input_delay [expr $clk_period * $clk_io_pct] -clock clk0 $non_clock_inputs
set_output_delay [expr $clk_period * $clk_io_pct] -clock clk0 [all_outputs]

===== config.mk =====
export PLATFORM = sky130hd
export DESIGN_NAME = clock
export DESIGN_NICKNAME = clock
export VERILOG_FILES = /design/flow/design.v
export SDC_FILE = /design/flow/constraint.sdc
export NUM_CORES = 4
export LEC_CHECK = 1
export CORE_UTILIZATION = 50

===== design.v =====
module clock(output reg [6:0] seg,seg_m1,seg_m0,seg_s1,seg_s0, output reg [3:0] com,output reg buzzer, input clk,clear ,input pause_time);
reg [0:0] check_pause;
reg [3:0] c_min1;    
reg [3:0] c_min0;    
reg [3:0] c_sec1;    
reg [3:0] c_sec0;    
reg [1:0] count_com;
reg [3:0] sel_com; 
div_freq F0(clk,clk_div,scr_clk_div);
initial
 begin
  check_pause= 1'b1;
  count_com = 2'b00;
  sel_com = 4'b0111;
  com = 1'b1110;
  c_min1 = 4'b0000;
  c_min0 = 4'b0000;
  c_sec1 = 4'b0000;
  c_sec0 = 4'b0000;
  seg_s0 = 7'b1000000;
  seg_s1 = 7'b1000000;
  seg_m0 = 7'b1000000;
  seg_m1 = 7'b1000000;
 end
always @( posedge clk_div  ) 
begin
 if (clear)
	begin
  c_min1 = 4'b0000;
  c_min0 = 4'b0000;
  c_sec1 = 4'b0000;
  c_sec0 = 4'b0000;
  end
 if (pause_time)
  begin
  c_sec0 = c_sec0;
  check_pause = ~check_pause;  
  buzzer = ~buzzer;
  end
 else
  begin
  check_pause = 1;
   buzzer = 0;
  c_sec0 = c_sec0 + 1'b1;
  if (c_sec0 == 4'b1010)
   begin
   c_sec0 <= 4'b0000;
   c_sec1 = c_sec1 + 1'b1;
   if (c_sec1 == 4'b0110)
    begin 
    c_sec1 <= 4'b0000;  
    c_min0 = c_min0 + 1'b1;
    if (c_min0 == 4'b1010)
     begin 
     c_min0 <= 4'b0000;  
     c_min1 = c_min1 + 1'b1;
     if (c_min1 == 4'b0110)
      begin 
      c_min1 <= 4'b0000;  
      end
     end
    end
   end
  end
 end
always @(posedge scr_clk_div )
 begin
 count_com = count_com + 1'b1;
 if (pause_time)
 begin
 if(check_pause==1)
 begin
   case(count_com)
   2'b00 : com = 4'b1110;
   2'b01 : com = 4'b1101;
   2'b10 : com = 4'b1011;
   2'b11 : com = 4'b0111;
   endcase 
   case(com)
   4'b1110 : seg <= seg_m1;
   4'b1101 : seg <= seg_m0;
   4'b1011 : seg <= seg_s1;
   4'b0111 : seg <= seg_s0;
   endcase
  end
 else
   com = 4'b1111;
 end
 else 
 begin
  case(c_sec0)
  4'b0000: seg_s0 <= 7'b1000000;
  4'b0001: seg_s0 <= 7'b1111001;
  4'b0010: seg_s0 <= 7'b0100100;
  4'b0011: seg_s0 <= 7'b0110000;
  4'b0100: seg_s0 <= 7'b0011001;
  4'b0101: seg_s0 <= 7'b0010010;
  4'b0110: seg_s0 <= 7'b0000010;
  4'b0111: seg_s0 <= 7'b1111000;
  4'b1000: seg_s0 <= 7'b0000000;
  4'b1001: seg_s0 <= 7'b0011000;
  endcase
  case(c_sec1)
  4'b0000: seg_s1 <= 7'b1000000;
  4'b0001: seg_s1 <= 7'b1111001;
  4'b0010: seg_s1 <= 7'b0100100;
  4'b0011: seg_s1 <= 7'b0110000;
  4'b0100: seg_s1 <= 7'b0011001;
  4'b0101: seg_s1 <= 7'b0010010;
  endcase
  case(c_min0)
  4'b0000: seg_m0 <= 7'b1000000;
  4'b0001: seg_m0 <= 7'b1111001;
  4'b0010: seg_m0 <= 7'b0100100;
  4'b0011: seg_m0 <= 7'b0110000;
  4'b0100: seg_m0 <= 7'b0011001;
  4'b0101: seg_m0 <= 7'b0010010;
  4'b0110: seg_m0 <= 7'b0000010;
  4'b0111: seg_m0 <= 7'b1111000;
  4'b1000: seg_m0 <= 7'b0000000;
  4'b1001: seg_m0 <= 7'b0011000;
  endcase
  case(c_min1)
  4'b0000: seg_m1 <= 7'b1000000;
  4'b0001: seg_m1 <= 7'b1111001;
  4'b0010: seg_m1 <= 7'b0100100;
  4'b0011: seg_m1 <= 7'b0110000;
  4'b0100: seg_m1 <= 7'b0011001;
  4'b0101: seg_m1 <= 7'b0010010;
  endcase
  case(count_com)
  2'b00 : com = 4'b1110;
  2'b01 : com = 4'b1101;
  2'b10 : com = 4'b1011;
  2'b11 : com = 4'b0111;
  endcase
  case(com)
  4'b1110 : seg <= seg_m1;
  4'b1101 : seg <= seg_m0;
  4'b1011 : seg <= seg_s1;
  4'b0111 : seg <= seg_s0;
  endcase 
  end
 end
endmodule
module div_freq(input clk ,output reg clk_div,output reg scr_clk_div);
 reg [24:0] count;
 reg [14:0] scr_count;
 always@(posedge clk)
  begin
   count <= count + 1'b1;
   if (count > 2500)
    begin
     count <= 25'b0;
     scr_count = scr_count +1'b1;
     scr_clk_div = ~scr_clk_div;
     if(scr_count > 10000)
      begin
      clk_div = ~clk_div;
      scr_count =15'b0;
      end
    end
  end
endmodule

===== run.sh =====
#!/bin/bash
# OpenROAD 26Q1-2900-gdf79404cd8, Yosys 0.63+post, stock flow scripts
make -C /OpenROAD-flow-scripts/flow DESIGN_CONFIG=/design/flow/config.mk WORK_HOME=/design/flow/orfs finish

==> out/writeup.txt <==
Looking at the worst setup and hold paths, the clock pins of their registers show a slew of 80 ps. The final estimated routing congestion in global placement was 0.8207; the combinational fraction of design power was 4.8%. For this block, the routed nets add up to 7818 um of wire.

The run gives 0 for the count of final setup violators. The switching component of the power was 194.5 uW; the count of unclocked register or latch pins was 57. The run finished with clean final reports.

Counting flops with an async set or reset pin after synthesis yields a share of 0%. The logs give 0 for the number of antenna violations at the first check in global routing and 837.7 uW for the total chip power. During placement, the flow inserted port buffers numbering 42.

The final layout reports a setup TNS of 0 ps. The count of nets left with antenna violations once routing finished came out at 0. Counting the warning lines in the Yosys log gives 5.

For the part of the total power dissipated in the clock network, the log shows 34.8%. TritonCTS built the clock tree. The layout has 756 filler cells. In the setup report, the worst path falls into the class flip-flop to flip-flop. The floorplan step set the die width to 99.25 um. The number of setup buffers added after CTS came out at 0. For this block, the via count after detailed routing is 3,116.

The internal power of the cells totals 643.2 uW. The run gives 35 for the number of rows created at floorplan. The synthesized design contains 50 enable-type register cells. The buffer type at the clock tree root was sky130_fd_sc_hd__clkbuf_8. The routed design shows a via density per instance of 5.176. Per the placement report, the placed cell count is 594. Summed over all instances, the cell type with the most area after synthesis is sky130_fd_sc_hd__edfxtp_1. In this run the worst path has a maximum fanout of 9. The count of TritonRoute iterations in the first routing pass is 4. After layout, the setup clock skew is reported as 4.150 ps.

OpenROAD reports that the post-layout worst path occupies 66.15% of the period. The number of antenna diodes in the final layout is 0. For the worst setup path, the data required time is 3820 ps. In the final layout, the share of cells above drive strength 1 is 5.092%.

The synthesis-to-layout area growth works out to 12.62%. The most frequently used library cell after synthesis is sky130_fd_sc_hd__edfxtp_1. In the global route stage, overall resource usage came out at 17.38%.

The highest supply drop recorded on VDD is 305.4 uV. Detailed-route iteration 0 reported a violation count of 146. For this run the detailed placement stage logged an HPWL of 5940 um. The run gives 1 for the number of cells on the worst hold path.

With the share of power burned in registers at 60.5%, the tally of non-filler cells in the final layout is 602. The worst register-to-register path depth is 8. In this run the register-to-register setup slack is 1290 ps.

Sequential cells were found to cover 52.50% of the synthesized design area. Setup repair after global routing left no endpoint under its margin. Checking max transition, the worst relative margin is 42.36%. The count of unique library cells instantiated by Yosys came out at 54. The startpoint of the most critical hold path was F0.count[0]. With the number of ports placed on the die boundary at 43, the measured slew at the worst slew-check pin is 859.4 ps. Hold analysis lists the worst path endpoint as F0.count[0]. The yosys stat cell total is 452. After synthesis, the cell types taking the most area are sky130_fd_sc_hd__edfxtp_1 32%, sky130_fd_sc_hd__dfxtp_1 21%, sky130_fd_sc_hd__xnor2_1 5.4%. The leakage power in the latest report is 2.006 nW.

The logs give 0.009196 mm^2 for the placeable core region and 41 for the maximum number of pins on one net before global-route repair. The tools report the logic area as 0.002062 mm^2. The final max-slew violation count recorded for this run is 0. The class of the worst hold path was flip-flop to flip-flop. For the number of H-tree branching levels, the log shows 2. The switching share of total power is 23.22%, and the floorplan utilization is 51.41%. The global route total overflow came out at 0. The maximum number of buffers from clock root to sink came out at 2. The commonest cells after synthesis are 50 x sky130_fd_sc_hd__edfxtp_1, 49 x sky130_fd_sc_hd__dfxtp_1, 47 x sky130_fd_sc_hd__nor2_1. For this run, the leading register cell type out of synthesis is sky130_fd_sc_hd__edfxtp_1. The tools report the number of global-route vias before repair as 2,733. STA classifies the critical path startpoint as a flip-flop. The run gives 13,080 um as the first-pass GRT wire length.

The register bit count reported by yosys is 99, and the clock period minus final worst setup slack is 2514 ps. Post-synthesis, Yosys gives the total cell area as 0.004728 mm^2. Data arrives at the worst endpoint at 2530 ps.

The report lists the number of cells resized after CTS as 0. The clock insertion delay at the later pin of the skew report was 290 ps. The logs give 0 for the final routed DRC violation total and 0.002482 mm^2 for the footprint of the flip-flops and latches. Clock tree synthesis inserted a total of 5 buffers.

The number of maximum-capacitance violations was 0. Synthesis handed over a netlist of 452 instances. The start of the worst register-to-register path is F0.scr_count[0].

The total power per unit cell area came out at 157.3 mW/mm^2. After detailed routing, the average wire length per cell comes to 12.99 um. Before any placement, the netlist area is recorded as 0.004728 mm^2. With the count of endpoints without a timing constraint at 130, the number of warnings in the stage logs is 37. The run gives 0 as the total of hold buffers inserted after clock tree synthesis.

The number of endpoints with negative hold slack in the final report came out at 0. The area of the die is 0.009850 mm^2, and the vertical die dimension is 99.25 um. With the maximum clock frequency at 397.8 MHz, the top-area cell type share of the netlist area is 31.75%. The type of element capturing the critical path was a flip-flop.

The capture point of the worst register-to-register path is recorded as F0.clk_div. The average footprint of a synthesized cell was 10.46 um^2.
==> layout make-up <==
cell class                      instances  share of cell area (%)
Sequential cell                        99                   46.62
Clock inverter                          3                  0.3994
Multi-Input combinational cell        310                   38.72
Tap cell                              111                   2.608
Clock buffer                            5                   1.292
Inverter                               29                   2.044
Timing Repair Buffer                   45                   8.318
==> power groups by stage <==
stage / sequential [mW] / clock [mW] / combinational [mW]
CTS: 0.507 / 0.302 / 0.0409
global route: 0.509 / 0.323 / 0.0461
finish: 0.506 / 0.291 / 0.0401
==> registers in the layout, summed over array words and instances, names as in the netlist, 2 cells and up <==
signal        flops
c_sec1            4
c_sec0            4
seg_m1            6
F0.count         25
seg_s1            6
seg               7
c_min0            4
seg_m0            7
c_min1            4
com               4
F0.scr_count     15
seg_s0            7
count_com         2
==> critical path, cell delays in order (launching register included) <==
cell and delay (ps):
sky130_fd_sc_hd__edfxtp_1 410, sky130_fd_sc_hd__ha_1 290, sky130_fd_sc_hd__nand4_2 270, sky130_fd_sc_hd__nor3b_1 270
sky130_fd_sc_hd__a31o_2 130, sky130_fd_sc_hd__a31oi_1 110, sky130_fd_sc_hd__o31ai_2 380, sky130_fd_sc_hd__buf_4 240
sky130_fd_sc_hd__and2_2 150
==> cells in the final DEF (no fill, tap or decap), types with 2 or more instances in the layout <==
master                             n
sky130_fd_sc_hd__a211oi_1          4
sky130_fd_sc_hd__a21boi_0          2
sky130_fd_sc_hd__a21oi_1          16
sky130_fd_sc_hd__a222oi_1          5
sky130_fd_sc_hd__a22oi_1           2
sky130_fd_sc_hd__a31o_2            2
sky130_fd_sc_hd__a31oi_1           2
sky130_fd_sc_hd__and3_1            5
sky130_fd_sc_hd__and3_2            2
sky130_fd_sc_hd__buf_4             3
sky130_fd_sc_hd__clkbuf_8          5
sky130_fd_sc_hd__clkdlybuf4s50_1  42
sky130_fd_sc_hd__conb_1           14
sky130_fd_sc_hd__dfxtp_1          49
sky130_fd_sc_hd__edfxtp_1         50
sky130_fd_sc_hd__ha_1             19
sky130_fd_sc_hd__inv_1            29
sky130_fd_sc_hd__inv_4             2
sky130_fd_sc_hd__mux2i_1          10
sky130_fd_sc_hd__nand2_1          25
sky130_fd_sc_hd__nand2b_1          8
sky130_fd_sc_hd__nand3_1          18
sky130_fd_sc_hd__nand4_1           3
sky130_fd_sc_hd__nor2_1           47
sky130_fd_sc_hd__nor2b_1          11
sky130_fd_sc_hd__nor3_1           17
sky130_fd_sc_hd__nor4_1            5
sky130_fd_sc_hd__nor4_4            2
sky130_fd_sc_hd__nor4b_1           2
sky130_fd_sc_hd__o21ai_0          17
sky130_fd_sc_hd__o31ai_1           3
sky130_fd_sc_hd__or3_1             2
sky130_fd_sc_hd__xnor2_1          29
sky130_fd_sc_hd__xor2_1           18
==> routing by layer <==
metal,vias up,track usage [%],share of wire [%]
li1,1632,-,-
met5,-,0,0
met1,1415,31.86,55
met3,4,2.931,4.3
met2,65,24.15,40
met4,0,1.584,0.51
==> logic make-up (layout without fill, tap and decap cells) <==
logic type,after synthesis,after routing,share of synthesized area [%]
other,1,14,0.07931
xor gates and xnor gates,47,47,8.706
and+or+nand+nor,156,156,17.49
muxes,11,11,2.355
buffers and inverters,56,82,4.922
adders and majority gates,19,19,5.028
DFF,99,99,52.50
AOI/OAI and AO/OA,63,63,8.918
==> how the worst max path moves through the flow <==
stage | start | cells after the start | to
after CTS | F0.scr_count[0] | 8 | F0.clk_div
after global routing | F0.scr_count[0] | 8 | F0.clk_div
final | F0.scr_count[0] | 8 | F0.clk_div
==> through the flow <==
step / area (um^2) / worst slack [ps] / utilization, % / hold slack, ps
after global placement: 5235 / 1396 / 56.93 / 455.8
after CTS: 5325 / 1289 / 57.90 / 488.2
final: 5325 / 1286 / 57.90 / 479.9
after global routing: 5325 / 1051 / 57.90 / 518.0
after detailed placement: 5235 / 1301 / 56.93 / 466.4
after floorplan: 4777 / 1687 / - / 437.2
Power figures rest on the tool's default switching activity, not on a simulated workload.
